[design.v]
module w_ptr (
    input logic wclk, wrst_n,w_en,
    input logic [6:0] g_rptr_sync,
    output logic [6:0] b_wptr, g_wptr,
    output logic full
);
logic [6:0] b_wptr_nxt = 28;
logic [6:0] g_wptr_nxt;
logic [6:0] b_rptr;
logic wfull;
  always_comb begin
    if (w_en && !full) begin
      if (b_wptr == 99)
        b_wptr_nxt = 28;   
      else
        b_wptr_nxt = b_wptr + 1;
    end else begin
      b_wptr_nxt = b_wptr;
    end
  end
assign b_rptr = gray_to_bin(g_rptr_sync);
assign g_wptr_nxt = (b_wptr_nxt >>1) ^ b_wptr_nxt;
always_ff @(posedge wclk) begin
    if(wrst_n) begin
      b_wptr <= 0; 
      g_wptr <= 0;
    end
    else begin
      b_wptr <= b_wptr_nxt; 
      g_wptr <= g_wptr_nxt; 
    end
  end
always_ff @(posedge wclk) begin
    if(wrst_n) begin
        full <=0;
    end 
    else begin
        full<=wfull;
    end
end
assign wfull = (((b_wptr + 1) % 72) == b_rptr);
  function logic [6:0] gray_to_bin(input logic [6:0] gray2bin);
    logic [6:0] gray;
    begin
      gray = gray2bin;
      for (int i = 1; i <= 6; i = i + 1) begin
        gray = gray ^ (gray2bin >> i);
      end
      return gray;
    end
  endfunction
endmodule
[run.sh]
#!/bin/bash
# OpenROAD 26Q1-2900-gdf79404cd8, Yosys 0.63+post, stock flow scripts
make -C /OpenROAD-flow-scripts/flow DESIGN_CONFIG=/design/flow/config.mk WORK_HOME=/design/flow/orfs finish
[config.mk]
export PLATFORM = sky130hd
export DESIGN_NAME = w_ptr
export DESIGN_NICKNAME = w_ptr
export VERILOG_FILES = /design/flow/design.v
export SDC_FILE = /design/flow/constraint.sdc
export NUM_CORES = 4
export LEC_CHECK = 1
export CORE_AREA = 10 10 86 86
export DIE_AREA = 0 0 96 96
export SYNTH_HDL_FRONTEND = slang
[constraint.sdc]
current_design w_ptr

set clk_period 3.7
set clk_io_pct 0.2

create_clock -name clk0 -period $clk_period [get_ports {wclk}]

set non_clock_inputs [all_inputs -no_clocks]
set_input_delay [expr $clk_period * $clk_io_pct] -clock clk0 $non_clock_inputs
set_output_delay [expr $clk_period * $clk_io_pct] -clock clk0 [all_outputs]
==> results.yml <==
# generated from flow reports
die:
  fp-row-count: 27
  dieArea_mm2: 0.00922
  dieWidth_um: 96
  core_region_mm2: 0.00554
  floorplan.initialDensity_pct: 21.9
  top_level_ports: 25
  die_y_um: 96
timing:
  finalMaxSlewViolations: 0
  finalSetupViolations: 0
  setup_slack_ps: 446
  worstMarginPinSlew_ps: 660
  final_period_minus_worst_setup_slack_ps: 3250
  finalHoldViolCount: 0
  setup_tns_ps: 0
  fmax_mhz: 307
  finClkSkew_ps: 5.90
  period_used_pct: 87.9
  timing.slew.headroom_pct: 55.7
  grt_setup_unrepaired: "false"
flow_run:
  stage_log_warnings: 28
  max_cap_viol_count: 0
cts:
  clock_tree.buffer_depth: 2
  root_buffer: "sky130_fd_sc_hd__clkbuf_8"
  worst_skew_pair.late_latency_ps: 250
  cts-htree-levels: 1
  post_cts.repair.setup_buffers: 0
  clk_transition_reported_paths_ps: 60
  clock-sinks: 14
  numCtsBuffers: 3
  cts_resized: 0
  hold_buffers: 0
  cts_tree: "built"
drt:
  route.antenna.remaining_nets: 0
  dr.pass1.iters: 4
  drt_via_density: 4.46
  post_drt_wl_per_cell_um: 12.0
  post-route-drc-count: 0
  routed-via-count: 1097
  initial_drc_count: 42
  route.final.wire_length_um: 2950
  n_antenna_cell: 0
global_routing:
  global_route.usage.met3_pct: 1.26
  grt.busiest_layer: "met2"
  use_met2_pct: 10.1
  groute.layer.met1.usage_pct: 8.27
  grt_first_pass_wirelength_um: 4720
  grt_antenna_before_repair: 0
  grt_max_degree: 15
  globalRouteOverflowTotal: 0
  number_of_global_route_vias_before_repair: 1025
  grt.total_usage_pct: 6.19
finish:
  fillerInstances: 608
  final_design_area_no_fill_mm2: 0.00157
  layout-drive-gt1-share_pct: 8.62
  area_growth_pct: 29.9
logic_synthesis:
  postSynthCellCount: 151
  synthXorXnorAreaFrac_pct: 20.8
  logic_family: "simple AND/OR/NAND/NOR gates"
  post_syn_area_per_cell_um2: 8.02
  yosys.stat.chipArea_mm2: 0.00121
  post_synth_fa_ha_maj_area_fraction_pct: 5.17
  postSynth.asyncResetShare_pct: 0
  synthesis.area_mm2: 0.00121
  synth-cells-yosys: 151
  synth-edff-count: 0
  yosys_warnings: 0
  synth_simple_gate_area_share_pct: 25.4
  yosys.stat.seqShare_pct: 23.1
  synthMuxAreaShare_pct: 0
  synth_compound_gate_area_share_pct: 19.6
  ys.flops: 14
  synth_cell_types: 42
  postSynth.topFlopCell: "sky130_fd_sc_hd__dfxtp_1"
critical_path:
  critPathMaxFanout: 11
  crit_path_cell_trace: "and4_1 -> nand2_1 -> xor2_1 -> ha_1 -> nand3_1 -> and2_1 -> nor2_1 -> xnor3_1 -> a21oi_1 -> o22a_1 -> o22ai_1 -> nor4_2"
  arrival_ps: 3420
  setup.reg_to_reg.worst_slack_ps: 450
  critical_path.endpoint_type: "register"
  cp_slowest_cell: "sky130_fd_sc_hd__dfxtp_1"
  critPathMaxStageDelay_ps: 560
  worst_ep_required_time_ps: 3860
  start_kind: "register"
  category_of_the_most_critical_setup_path: "reg -> reg"
place:
  placed_cell_area_mm2: 0.00152
  globalplace.congestion: 0.885
  dpl_hpwl_um: 2220
  port_buffers: 24
  placement.setup.worst_slack_ps: 427
outcome:
  status: "complete, no violations"
hold_path:
  hold_class: "reg -> reg"
power:
  ir_worst_vdd_uv: 119
  p_leak_nw: 0.585
  powerDensity_mw_per_mm2: 261
-- cell usage in the layout (no fill, tap or decap), types with 2 or more instances in the layout --
master	count
sky130_fd_sc_hd__nand3_1	7
sky130_fd_sc_hd__dfxtp_1	14
sky130_fd_sc_hd__and3_1	3
sky130_fd_sc_hd__o21ai_0	5
sky130_fd_sc_hd__nand2b_1	4
sky130_fd_sc_hd__and2_1	2
sky130_fd_sc_hd__o211a_1	2
sky130_fd_sc_hd__clkbuf_8	4
sky130_fd_sc_hd__nand3b_1	3
sky130_fd_sc_hd__xor2_1	12
sky130_fd_sc_hd__buf_4	5
sky130_fd_sc_hd__nor3_1	3
sky130_fd_sc_hd__clkdlybuf4s50_1	24
sky130_fd_sc_hd__nor2_1	19
sky130_fd_sc_hd__ha_1	5
sky130_fd_sc_hd__nand2_1	10
sky130_fd_sc_hd__nor2b_1	5
sky130_fd_sc_hd__xnor2_1	11
sky130_fd_sc_hd__a21oi_1	12
sky130_fd_sc_hd__a31oi_1	3
-- cell usage after synthesis (2+ instances only) --
| master | count | area share [%] |
|---|---|---|
| sky130_fd_sc_hd__nor3_1 | 3 | 1.2 |
| sky130_fd_sc_hd__nand2_1 | 10 | 3.1 |
| sky130_fd_sc_hd__nand2b_1 | 4 | 2.1 |
| sky130_fd_sc_hd__ha_1 | 5 | 5.2 |
| sky130_fd_sc_hd__clkbuf_1 | 4 | 1.2 |
| sky130_fd_sc_hd__nor2b_1 | 5 | 2.6 |
| sky130_fd_sc_hd__nand3_1 | 7 | 2.9 |
| sky130_fd_sc_hd__nor2_1 | 19 | 5.9 |
| sky130_fd_sc_hd__and3_1 | 3 | 1.5 |
| sky130_fd_sc_hd__and2_1 | 2 | 1.0 |
| sky130_fd_sc_hd__o21ai_0 | 5 | 2.1 |
| sky130_fd_sc_hd__nand3b_1 | 3 | 1.9 |
| sky130_fd_sc_hd__buf_4 | 4 | 2.5 |
| sky130_fd_sc_hd__a21oi_1 | 12 | 5.0 |
| sky130_fd_sc_hd__xnor2_1 | 11 | 8.0 |
| sky130_fd_sc_hd__dfxtp_1 | 14 | 23 |
| sky130_fd_sc_hd__a31oi_1 | 3 | 1.5 |
| sky130_fd_sc_hd__xor2_1 | 12 | 8.7 |
| sky130_fd_sc_hd__o211a_1 | 2 | 1.7 |
-- state kept, by name, summed over array words and instances (netlist names) --
| signal | cells |
|---|---|
| b_wptr | 7 |
| full | 1 |
| g_wptr | 6 |
-- routing by layer --
| layer | up-vias | wire (um) |
|---|---|---|
| met4 | 0 | 17 |
| met5 | - | 0 |
| met1 | 492 | 1370 |
| met3 | 2 | 162 |
| li1 | 576 | - |
| met2 | 27 | 1400 |
-- power breakdown --
group          internal [W]  leakage, nW  switching, W
clock network     0.0000942       0.0288     0.0000557
logic             0.0000501        0.442     0.0000454
registers          0.000157        0.114    0.00000756
-- final cells by class --
cell class              count  area (um^2)  area share (%)
clock buffers               4         55.1            3.50
inverters                   2         10.0           0.636
multi-input cells         125          860            54.7
flip-flops and latches     14          280            17.8
well taps                  72         90.1            5.73
repair buffers             29          278            17.7
-- worst max-delay path: cells and delay by family, from the launching register on --
| family | cells | cell delay, ps |
|---|---|---|
| simple gates | 6 | 1310 |
| flops | 1 | 560 |
| compound gates | 3 | 410 |
| fa+ha+maj | 1 | 200 |
| xor+xnor | 2 | 680 |
-- kinds of logic (layout without fill, tap and decap cells) --
| group | after synthesis | count (layout) |
|---|---|---|
| buffers and inverters | 12 | 35 |
| XOR/XNOR | 25 | 25 |
| AND-OR/OR-AND | 35 | 35 |
| AND/OR/NAND/NOR | 60 | 60 |
| adder cells (fa/ha/maj) | 5 | 5 |
| flip-flops | 14 | 14 |
-- metrics by stage --
step	hold WS (ps)	power (W)	instances	util [%]
after floorplan	514	0.000230	151	-
after global placement	591	0.000264	242	27.4
after detailed placement	604	0.000264	242	27.4
after CTS	617	0.000416	246	28.4
after global routing	641	0.000432	246	28.4
final	615	0.000410	246	28.4
-- path summary, 6_finish.rpt --
check,startpoint,endpoint,cells past startpoint
worst max register to register,b_wptr[0]$_SDFF_PP0_,full$_SDFF_PP0_,12
worst min-delay path,b_wptr[1]$_SDFF_PP0_,b_wptr[1]$_SDFF_PP0_,2
worst max-delay path,b_wptr[0]$_SDFF_PP0_,full$_SDFF_PP0_,12
worst min register to register,b_wptr[1]$_SDFF_PP0_,b_wptr[1]$_SDFF_PP0_,2
Power figures rest on the tool's default switching activity, not on a simulated workload.
