==> design/flow/design.v <==
module fifo_mem #(parameter DATA_WIDTH = 8, DEPTH = 72) (
    input logic wclk,rclk,w_en,r_en,full,empty,
    input logic [DATA_WIDTH-1:0] data_in,
    input logic [6:0] b_rptr,b_wptr,
    output logic [DATA_WIDTH-1:0] data_out
);
logic [DATA_WIDTH-1:0] mem [0:DEPTH-1];
always_ff @(posedge wclk) begin
    if(w_en && !full) begin
        mem[b_wptr] <= data_in;
    end
end
assign data_out = (r_en && ~empty)? mem[b_rptr]:mem[b_rptr-1];
endmodule
==> design/flow/run.sh <==
#!/bin/bash
# OpenROAD 26Q1-2900-gdf79404cd8, Yosys 0.63+post, stock flow scripts
make -C /OpenROAD-flow-scripts/flow DESIGN_CONFIG=/design/flow/config.mk WORK_HOME=/design/flow/orfs finish
==> design/flow/config.mk <==
export PLATFORM = sky130hd
export DESIGN_NAME = fifo_mem
export DESIGN_NICKNAME = fifo_mem
export VERILOG_FILES = /design/flow/design.v
export SDC_FILE = /design/flow/constraint.sdc
export NUM_CORES = 4
export LEC_CHECK = 1
export CORE_UTILIZATION = 30
export SYNTH_HDL_FRONTEND = slang
==> design/flow/constraint.sdc <==
current_design fifo_mem

set clk_period 40.9
set clk_io_pct 0.2

create_clock -name clk0 -period $clk_period [get_ports {wclk}]

set non_clock_inputs [all_inputs -no_clocks]
set_input_delay [expr $clk_period * $clk_io_pct] -clock clk0 $non_clock_inputs
set_output_delay [expr $clk_period * $clk_io_pct] -clock clk0 [all_outputs]
==> flow_metrics.py <==
# Auto-generated metrics
metrics = {
    "job": {
        "log.warning_count": 26,
        "max-cap-violations": 0,
    },
    "clocking": {
        "max-clock-path-buffers": 3,
        "cts_made_buffers": 58,
        "cts_repair_resize_count": 0,
        "clock_sink_count": 576,
        "cts_post_setup_buffers_inserted": 0,
        "clockRootBuffer": "sky130_fd_sc_hd__clkbuf_16",
        "tritoncts_clock_tree": "built",
        "cts.clk_slew.worst_paths_ns": 0.06,
        "postCtsHoldBufs": 0,
        "clock_tree.htree_level_count": 2,
    },
    "logic_synthesis": {
        "yosys_area_um2": 27510,
        "synth.yosys.seq_area_share": 0.6286,
        "synth_async_sr_flop_share": 0,
        "yosys_most_used_dff": "sky130_fd_sc_hd__edfxtp_1",
        "postSynthAreaPerCell_um2": 15.03,
        "edf_count": 576,
        "yosys_warnings": 0,
        "post_synth_design_cell_area_um2": 27510,
        "synth-seq-cells": 576,
        "syn-instance-count": 1830,
        "synth.lib_cells_used.distinct": 76,
        "number_of_cells_in_the_yosys_synthesis_report": 1830,
    },
    "floorplan": {
        "placement_rows": 110,
        "floorplan.io_pins": 36,
        "floorplan.core_util": 0.3043,
        "die_h_um": 304.8,
        "dieArea_um2": 92930,
        "floorplan.die.width_um": 304.8,
        "floorplan.core_area_um2": 90420,
    },
    "routing": {
        "drt_first_pass_iters": 6,
        "drt-vias-per-instance": 5.471,
        "route.detailed.wl_per_inst_um": 24.12,
        "route.antenna.remaining_nets": 0,
        "detailed_route_wire_length_mm": 74.49,
        "drc_errors": 0,
        "detailedRoute.firstIterationViolations": 1077,
        "vias": 16890,
    },
    "global_route": {
        "first_pass_grt_wire_length_mm": 110.3,
        "track_usage": 0.1688,
        "grt_start_max_net_pins": 91,
        "number_of_global_route_vias_before_repair": 17570,
        "overflow": 0,
        "antenna_found_initial": 1,
    },
    "sta": {
        "worst_slew_pin_slew_ns": 1.027,
        "layout_setup_ws_ns": 18.96,
        "final_setup_violation_count": 0,
        "final_setup_tns_ns": 0,
        "slew-limit-headroom": 0.3107,
        "report.final.slew_viol_count": 0,
        "layout_worst_path_cycle_share": 0.5364,
        "period_needed_ns": 21.94,
        "timing.final.hold_violations": 0,
        "rsz0062_at_grt": "false",
        "max_fclk_ghz": 0.04558,
    },
    "critical_path": {
        "timing.critical_path.from_type": "primary input",
        "timing_worst_setup_path_type": "in2out",
        "critPathCaptureType": "output port",
        "critical_path_peak_fanout": 22,
        "critPathRequiredTime_ns": 32.72,
        "worst_ep_arrival_time_ns": 13.76,
    },
    "power": {
        "vdd_drop_max_mv": 0.03853,
        "power.leakage_nw": 10.33,
        "power.density_cell_area_nw_per_um2": 42.63,
    },
    "layout": {
        "syn2layout_area_growth_pct": 12.97,
        "registers.top_by_ff_count": "mem",
        "fin_cells": 3088,
        "postLayoutCellArea_um2": 31080,
        "largest_reg_flops": 576,
        "reg_top3": "mem x576",
        "layout_top_cells": "576 x sky130_fd_sc_hd__edfxtp_1, 350 x sky130_fd_sc_hd__mux2i_1, 96 x sky130_fd_sc_hd__nor2_1, 79 x sky130_fd_sc_hd__nand2_1, 72 x sky130_fd_sc_hd__buf_4",
        "layout_cell_share_with_drive_strength_beyond_1": 0.1507,
        "most_numerous_logic_cell_after_layout": "sky130_fd_sc_hd__edfxtp_1",
    },
    "outcome": {
        "status": "finished, final reports clean",
    },
    "worst_hold_path": {
        "timing.hold.worst_path_depth": 1,
        "timing.hold.worst_endpoint": "mem[27][1]$_DFFE_PP_",
        "timing.hold.worst.start": "data_in[1]",
        "timing.hold.worst.class": "in2reg",
    },
    "placed_design": {
        "post-place-cells": 2980,
        "cell_area_after_placement_um2": 29190,
        "port_buffers": 34,
        "dpl.hpwl_mm": 46.87,
        "globalplace.congestion": 0.8963,
        "place_worst_setup_slack_ns": 19.12,
    },
}
## worst max path at each step
stage             start     endpoint  slack (ns)  cells past startpoint
global route  b_rptr[0]  data_out[3]       18.68                     14
CTS           b_rptr[0]  data_out[3]       19.06                     14
finish             r_en  data_out[6]       18.96                     10
## where the power goes
part	switching [W]	internal [W]	total (W)	leakage [nW]
Combinational	0.0000910	0.0000539	0.000145	4.24
Clock	0.000221	0.000308	0.000529	0.918
Sequential	0.000000460	0.000651	0.000651	5.18
Total	0.000313	0.00101	0.00133	10.3
## routing by layer
metal	wire, µm	vias up	global-route usage
met5	0	-	0.005685
li1	-	7487	-
met2	35090	835	0.2653
met4	2630	0	0.04816
met3	9093	156	0.09292
met1	27670	8415	0.2023
## cells in the mapped netlist (all sizes together), types with 12 or more instances
master | instances | share of area
and2 | 12 | 0.0029
nor2 | 99 | 0.014
a22oi | 28 | 0.0076
o21ai | 31 | 0.0060
nor2b | 52 | 0.012
buf | 102 | 0.022
clkbuf | 31 | 0.0042
a221oi | 16 | 0.0053
mux2 | 25 | 0.010
o22ai | 27 | 0.0061
a21oi | 51 | 0.0093
a311oi | 14 | 0.0045
nor3 | 23 | 0.0044
mux2i | 350 | 0.13
o32ai | 12 | 0.0038
nand2 | 80 | 0.011
nand3 | 18 | 0.0035
edfxtp | 576 | 0.63
a211oi | 71 | 0.020
mux4 | 63 | 0.052
## critical path, cell delays in order
cell                              delay [ns]
sky130_fd_sc_hd__clkdlybuf4s50_1        0.78
sky130_fd_sc_hd__nor2b_4                0.34
sky130_fd_sc_hd__o41ai_1                0.77
sky130_fd_sc_hd__and2_1                 0.83
sky130_fd_sc_hd__buf_4                  0.43
sky130_fd_sc_hd__mux4_2                 0.54
sky130_fd_sc_hd__mux2i_1                0.35
sky130_fd_sc_hd__a211oi_1               0.21
sky130_fd_sc_hd__o311ai_1               0.71
sky130_fd_sc_hd__clkdlybuf4s50_1        0.61
## area by class of cell
cell class | count | area (µm²)
Fill cell | 8321 | 59340
Sequential cell | 576 | 17300
Multi-Input combinational cell | 1115 | 9534
Clock buffer | 70 | 1518
Tap cell | 1176 | 1471
Timing Repair Buffer | 107 | 860.8
Clock inverter | 37 | 376.6
Inverter | 6 | 22.52
Antenna cell | 1 | 2.502
## metrics by stage
stage,hold WS [ns],util,power [W]
2_1_floorplan,8.279,-,0.0007554
3_3_place_gp,8.641,0.3228,0.0008051
3_5_place_dp,8.652,0.3228,0.0008072
4_1_cts,7.994,0.3437,0.001332
5_1_grt,8.018,0.3437,0.001365
6_report,8.012,0.3437,0.001325
## logic make-up (layout without fill, tap and decap cells)
family / count (synthesis) / in the layout / synth area share
AOI/OAI and AO/OA: 347 / 347 / 0.09354
xor gates and xnor gates: 8 / 8 / 0.003229
adders and majority gates: 1 / 1 / 0.0004547
buffers and inverters: 139 / 220 / 0.02706
DFF: 576 / 576 / 0.6286
muxes: 438 / 438 / 0.1891
other: 0 / 1 / 0
and+or+nand+nor: 321 / 321 / 0.05794
No activity file was given, so power comes from the tool's default toggle rates.
