`flow/design.v`:
```
module rptr_handler #(parameter WIDTH=8) (
  input rclk, r_en, rrst_n, 
  input logic [WIDTH:0] g_wptr_sync, 
  output logic[WIDTH:0] g_rptr, b_rptr, 
  output logic empty
);
  logic [WIDTH-1:0] b_rptr_next;
  logic[WIDTH-1:0] g_rptr_next;
  logic rempty;
  assign b_rptr_next = b_rptr+(r_en & !empty);
  assign g_rptr_next = (b_rptr_next>>1)^b_rptr_next;
  assign rempty=(g_wptr_sync == g_rptr_next);
  always_ff @(posedge rclk) begin
    if(rrst_n) begin
      g_rptr<=0;
      b_rptr<=0;
    end
    else begin
      g_rptr<=g_rptr_next;
      b_rptr<=b_rptr_next;
    end
  end
  always_ff @(posedge rclk) begin
    if(rrst_n) begin
      empty<=1;
    end
    else begin
      empty<=rempty;
    end
  end
endmodule 
```
`flow/run.sh`:
```
#!/bin/bash
# OpenROAD 26Q1-2900-gdf79404cd8, Yosys 0.63+post, stock flow scripts
make -C /OpenROAD-flow-scripts/flow DESIGN_CONFIG=/design/flow/config.mk WORK_HOME=/design/flow/orfs finish
```
`flow/config.mk`:
```
export PLATFORM = sky130hd
export DESIGN_NAME = rptr_handler
export DESIGN_NICKNAME = rptr_handler
export VERILOG_FILES = /design/flow/design.v
export SDC_FILE = /design/flow/constraint.sdc
export NUM_CORES = 4
export LEC_CHECK = 1
export CORE_AREA = 10 10 86 86
export DIE_AREA = 0 0 96 96
export SYNTH_HDL_FRONTEND = slang
```
`flow/constraint.sdc`:
```
current_design rptr_handler

set clk_period 3.4
set clk_io_pct 0.2

create_clock -name clk0 -period $clk_period [get_ports {rclk}]

set non_clock_inputs [all_inputs -no_clocks]
set_input_delay [expr $clk_period * $clk_io_pct] -clock clk0 $non_clock_inputs
set_output_delay [expr $clk_period * $clk_io_pct] -clock clk0 [all_outputs]
```
==> GITHUB_STEP_SUMMARY <==
### Flow metrics

| Metric | Value |
|---|---|
| Status | `finished clean` |
| Max_slew headroom | `61.1%` |
| Fillers | `614` |
| Hold_sp | `g_rptr[7]$_SDFF_PP0_` |
| CP arrival | `2.71 ns` |
| Sequential cell area | `320 um^2` |
| Initial antenna violation count | `0` |
| RSZ-0062 raised after global routing | `false` |
| FMAX | `0.389 GHz` |
| Clock latency (worst-skew pair) | `0.25 ns` |
| Top cell family by delay on the critical path | `simple AND/OR/NAND/NOR gates` |
| Worst reg2reg setup slack | `1.40 ns` |
| Worst-path cell chain | `clkdlybuf4s50_1 > nor2b_1 > ha_1 > inv_1 > or3_1 > and3_1 > mux2_2 > a41o_1` |
| DRC Markers | `0` |
| IR drop worst, VDD | `0.284 mV` |
| Global-route wire length before repair | `3510 um` |
| Lkg Pwr | `0.490 nW` |
| Max Root-Sink Buffers | `2` |
| Worst R2R Start | `empty$_SDFF_PP1_` |
| Fin cells | `186` |
| Clock Sinks | `16` |
| Worst Hold Endpoint | `g_rptr[7]$_SDFF_PP0_` |
| Worst Hold Class | `flop to flop` |
| YS warnings | `0` |
| Final worst slack | `0.832 ns` |
| Max-area cell share | `37.7%` |
| Area leader, netlist | `dfxtp_1` |
| Die ar. | `9220 um^2` |
| FF+latch count, synth | `16` |
| Hold path depth | `2` |
| Maxcap violations | `0` |
| Gate Area | `499 um^2` |
| DRT Pass-1 Iters | `4` |
| Max FO, Critical Path | `6` |
| FF-to-FF End | `empty$_SDFF_PP1_` |
| Crit path from | `r_en` |
| Final Cycle Share | `75.5%` |
| Total gr overflow | `0` |
| Width of the die | `96 um` |
| Fin crit period | `2.57 ns` |
| Delay of the slowest critical-path stage | `0.44 ns` |
| Largest net degree at the start of global routing | `17` |
| Log Warnings | `26` |
| Setup CP Type | `input pin to flop` |
| Most frequent logic cell in the layout | `clkdlybuf4s50_1` |
| Syn Inst Count | `86` |
| Synthesis area per yosys | `850 um^2` |
| Crit end category | `flop` |
| Num ports | `31` |
| Rows | `27` |
| Detailed Route Iter0 Violations | `43` |
| Fin. Hold Viols | `0` |
| Area Growth Syn to Fin | `47.0%` |
| ANT nets after route | `0` |
| Core ar. | `5540 um^2` |
| Startpoint type of the worst setup path | `input pin` |
| Top cells excl fill/tap | `28 x clkdlybuf4s50_1, 16 x dfxtp_1, 13 x nor2_1` |
| TritonCTS buffer count | `3` |
| Vias in the first global route | `675` |
| Finish-stage setup viols | `0` |
| CTS Hold Bufs | `0` |
| Synthesized area | `850 um^2` |
| Postcts setup bufs | `0` |
| Avg Cell Area, Syn | `9.88 um^2` |
| Global Route Usage Sum | `4.90%` |
| Die height | `96 um` |
| Yosys cell count | `86` |
| Power Density | `330 nW/um^2` |
| Crit path DRT | `3.54 ns` |
| CP bufs+invs | `2` |
| Setup TNS | `0 ns` |
| Inserted Diodes | `0` |
| Port Buffers | `28` |
| Setup WS pre-CTS | `0.591 ns` |
| Final Max Slew Viols | `0` |
| Final HPWL DP | `1710 um` |
| Layout cells sized above 1 | `7.89%` |
| Slowest cell on the critical path | `clkdlybuf4s50_1` |
| Vias | `619` |
| Wire per inst | `11.4 um` |
| Routability cong. | `0.745` |
| Worst-Margin Slew | `0.581 ns` |
| Fin Clk Skew | `0.00266 ns` |
| Number of cells on the worst reg-to-reg path | `7` |
| Top cells, area | `dfxtp_1 38%, xnor2_1 12%, xor2_1 9.3%` |
| Yosys cell types | `29` |
| Clock tree root buffer cell | `clkbuf_8` |
| CTS tree | `done` |
| Initial Util | `15.3%` |
| Post-synth seq share | `37.7%` |
| Placed cell count | `182` |
| Clock transition at path regs | `0.06 ns` |
| Vias per Instance | `3.33` |
| Total Wirelength | `2120 um` |
| H-tree Lvls | `1` |
| CTS-repair resized insts | `0` |
## kinds of logic (layout without fill, tap and decap cells)
kind of cell    Yosys count  count (layout)  synth area share [%]
compound gates            4               4                  2.94
xor+xnor                 24              24                  29.9
fa+ha+maj                 2               2                  2.95
buf+inv                   6              33                  3.98
flops                    16              16                  37.7
mux                       2               2                  2.50
other cells               1               2                 0.441
simple gates             31              31                  19.6
## routing by layer
metal	up-vias	wire length [um]	part of all wire, %	global-route usage, %
li1	332	-	-	-
met1	265	1000	47	6.78
met2	20	929	44	7.17
met3	2	181	8.5	2.28
met4	0	9	0.42	0.246
met5	-	0	0	0
## synthesized netlist by cell type
library cell	n
xnor2_1	12
or3_1	1
a21oi_1	1
nor2_1	13
inv_1	1
mux2_2	1
clkbuf_1	2
a41o_1	1
and3_1	1
xor2_1	9
nand4_1	3
nor4_2	1
conb_1	1
and3_4	1
o21ai_0	1
buf_4	3
dfxtp_1	16
and2_1	1
and4_1	1
ha_1	2
nor2b_1	4
xnor3_2	1
xor3_1	1
mux2i_1	1
nand3_1	1
xnor3_1	1
nand2_1	3
or2_2	1
o21ai_1	1
## state kept, by name, indices dropped and copies added (netlist names)
register,count
empty,1
g_rptr,8
b_rptr,7
## worst max path at each step
| stage | endpoint | cells after the start |
|---|---|---|
| 4_1_cts | empty$_SDFF_PP1_ | 8 |
| 5_1_grt | empty$_SDFF_PP1_ | 8 |
| 6_report | empty$_SDFF_PP1_ | 8 |
## stage by stage
stage | util (%) | cell area (um^2) | power (mW) | hold WS, ns
after global routing | 22.5 | 1250 | 0.434 | 0.726
after floorplan | - | 853 | 0.224 | 0.579
after CTS | 22.5 | 1250 | 0.422 | 0.680
after global placement | 21.5 | 1190 | 0.250 | 0.652
final | 22.5 | 1250 | 0.413 | 0.660
after detailed placement | 21.5 | 1190 | 0.250 | 0.663
## worst register-to-register path: stages (launching register included)
cell	delay [ns]
dfxtp_1	0.32
nor2b_1	0.16
ha_1	0.32
inv_1	0.08
or3_1	0.40
and3_1	0.18
mux2_2	0.25
a41o_1	0.18
## final cells by class
cell class	instances	share of cell area (%)
clock buffer	4	4.41
inverter	1	0.301
multi-input combinational	65	40.0
sequential	16	25.7
tap	72	7.21
timing repair buffer	28	22.4
## where the power goes
| part | leakage [nW] | switching [mW] | internal [mW] |
|---|---|---|---|
| logic | 0.332 | 0.0180 | 0.0323 |
| clock network | 0.0288 | 0.0652 | 0.103 |
| registers | 0.130 | 0.00280 | 0.192 |
Power is estimated from default activity; no workload was simulated.
